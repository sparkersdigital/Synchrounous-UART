--- /design/flow/design.v ---
module RxModule (clk, rst, rx_baud_tick, serial_rx, parallel_rx_out );
input clk, rst;
input rx_baud_tick;
input serial_rx;
output [7:0] parallel_rx_out;
wire rx_baud_tick;
reg [7:0] parallel_rx_nxt;
reg [7:0] parallel_rx;
reg [7:0] parallel_rx_buff_nxt;
reg [7:0] parallel_rx_buff;
reg [1:0] state;
reg [1:0] state_nxt;
reg [2:0] count8;
reg [2:0] count8_nxt;
reg [3:0] count16;
reg [3:0] count16_nxt;
parameter [1:0] oversamp = 2'b00, start8samp = 2'b01, data16samp = 2'b10, stop = 2'b11;
	always @ (negedge clk) begin
		if (!rst) begin
			state <= oversamp;
			count8 <= 3'b0;
			count16 <= 4'b0;
			parallel_rx <=7'b0;
		end 
		else begin
				state <= state_nxt;
				count8 <= count8_nxt;
				count16 <= count16_nxt;
				parallel_rx <= parallel_rx_nxt;  
				parallel_rx_buff <= parallel_rx_buff_nxt;  
		end 
	end 
	always @ * begin
		state_nxt = state;
		count8_nxt = count8;
		count16_nxt = count16;
		parallel_rx_nxt = parallel_rx;
		parallel_rx_buff_nxt = parallel_rx_buff;
	case (state)
		oversamp: begin
			if (rx_baud_tick) begin
			if (serial_rx == 0) begin
				state_nxt = start8samp;
				count8_nxt = 3'b0;
			end 
			end 
		end 
		start8samp: begin
			if (rx_baud_tick) begin
			if (count8 == 7) begin  
				state_nxt = data16samp;
				count8_nxt = 3'b0;
				count16_nxt = 4'b0;
			end 
			else begin
				count8_nxt = count8 + 3'b1;
			end 
			end 
		end 
		data16samp: begin
			if (rx_baud_tick) begin
			if (count16 == 15 ) begin
				count16_nxt = 4'b0;
				parallel_rx_nxt = {serial_rx, parallel_rx[7:1]};
				if (count8 == 7) begin  
					state_nxt = stop;
					count16_nxt = 4'b0;
				end 
				else begin
					count8_nxt = count8 + 3'b1;
				end 
			end 
			else begin
				count16_nxt = count16 + 4'b1;
			end 
			end 
		end 
		stop: begin
			if (rx_baud_tick) begin
			if (count16 == 15) begin
				state_nxt = oversamp;
				parallel_rx_buff_nxt = parallel_rx;
			end 
			else begin
				count16_nxt = count16 + 4'b1;
			end 
			end 
		end 
	endcase
	end 
	assign parallel_rx_out = parallel_rx_buff[7:0];
endmodule
module TxModule (clk, rst, serial_tx, parallel_tx_in, start_tx, buff_tick);
	input clk, rst;
	input buff_tick;
	input [7:0] parallel_tx_in;
	reg [7:0] parallel_tx_buff_nxt;
	reg [7:0] parallel_tx_buff;
	reg [7:0] parallel_tx_nxt;
	reg [7:0] parallel_tx;
	reg [1:0]state;
	reg [1:0]state_nxt;
	parameter [1:0] idle = 2'b00, start = 2'b01, data = 2'b10, stop = 2'b11;
	output reg serial_tx;
	input start_tx;
	reg [2:0]data_count;
	reg [2:0] data_count_nxt;
	mod_m_counter  #( .n(13), .m(5208))tx_baud_gen(clk, rst, , tx_baud_tick);
	always @ (negedge clk) begin
		if (!rst) begin
			state<= idle;
			data_count<=0;
		end 
		else begin
			if (tx_baud_tick) begin
				if (start_tx) begin
					parallel_tx_buff <= parallel_tx_buff_nxt;
				end 
				state <= state_nxt;
				data_count<=data_count_nxt;
				parallel_tx<= parallel_tx_nxt;
			end 
		end 
	end 
	always @ * begin
		state_nxt = state;
		data_count_nxt = data_count;
		parallel_tx_nxt = parallel_tx;
		parallel_tx_buff_nxt = parallel_tx_buff;
	case (state)
		idle: begin
			serial_tx = 1;
			if (start_tx) begin
				state_nxt = start;
				parallel_tx_buff_nxt = parallel_tx_in;
			end 
		end 
		start: begin
			serial_tx =0;
			state_nxt = data;
			parallel_tx_nxt = parallel_tx_buff;
		end 
		data: begin
			serial_tx = parallel_tx[0];
			parallel_tx_nxt = {parallel_tx [0],parallel_tx [7:1]};
			if (data_count == 7) begin
				state_nxt = stop;
			end 
			else begin
				data_count_nxt = data_count+3'b1;
			end 
		end 
		stop: begin
			if (start_tx) begin
				state_nxt = stop;
				serial_tx = 1;
			end 
			else begin
				data_count_nxt = 0;
				serial_tx = 1;
				state_nxt = idle;
			end 
		end 
	endcase
	end 
endmodule
module UARTModule (Tx, Rx, clk, rst, Transmit, OUT);
	input Transmit, Rx, clk, rst;
	output Tx;
	output OUT;
	wire rx_baud_tick;
	wire [7:0] parallel_rx, parallel_tx;
	baud_rate_gen baud_rate_gen1 (clk, rst, 2'b10, rx_baud_tick);  
	RxModule RxModule1(clk, rst, rx_baud_tick, Rx, parallel_rx );  
	TxModule TxModule1(clk, rst, Tx, parallel_tx, ~Transmit, buff_tick);  
	assign parallel_tx = parallel_rx +8'b1;
	assign OUT = (parallel_rx == 8'h20) ? 0 
               :(parallel_rx == 8'h40) ? 0 
               :(parallel_rx == 8'h80) ? 0 
               :(parallel_rx == 8'hff) ? 0 
               :1;
endmodule 
module baud_rate_gen
	(
	input wire clk, rst,
	input wire [1:0] baud_sel,
	output reg rx_baud_tick
	);
	wire b2400_tick, b4800_tick, b9600_tick, b19200_tick;
	reg clk2_2400, clk2_4800, clk2_9600, clk2_19200; 
	mod_m_counter #(.n(11), .m(1302)) baud2400 (clk2_2400, rst, , b2400_tick);
	mod_m_counter #(.n(10), .m(651)) baud4800 (clk2_4800, rst, , b4800_tick);
	mod_m_counter #(.n(9), .m(325)) baud9600 (clk2_9600, rst, , b9600_tick);
	mod_m_counter #(.n(8), .m(163)) bau19200 (clk2_19200, rst, , b19200_tick);
	always @ * begin
		clk2_2400 = 0; clk2_4800 = 0; clk2_9600 = 0; clk2_19200 = 0; 
		case (baud_sel)
			2'b00: clk2_2400  = clk;
			2'b01: clk2_4800  = clk;
			2'b10: clk2_9600  = clk;
			2'b11: clk2_19200 = clk;
		endcase
	end  
	always @ * begin
		case (baud_sel)
			2'b00: rx_baud_tick = b2400_tick;
			2'b01: rx_baud_tick = b4800_tick;
			2'b10: rx_baud_tick = b9600_tick;
			2'b11: rx_baud_tick = b19200_tick;
		endcase
	end  
endmodule
module mod_m_counter 
	#(
	  parameter n = 4,  
				m = 123  
	)
	(
	 input clk, rst,
	 output [n-1:0] count, 
	 output max_tick
	);
	reg [n-1:0] count_reg, count_next;
	always @ (negedge clk) begin
		if (!rst)
			count_reg <=0;
		else	
		count_reg <= count_next;
	end  
	always @ * begin
	if (count_reg == m-1)
	 count_next = 0;
	 else
	 count_next = count_reg + 1;
	end  
	assign count = count_reg;
	assign max_tick = (count_reg == (m-1)) ? 1'b1 : 1'b0;
endmodule
--- /design/flow/run.sh ---
#!/bin/bash
# OpenROAD 26Q1-2900-gdf79404cd8, Yosys 0.63+post, stock flow scripts
make -C /OpenROAD-flow-scripts/flow DESIGN_CONFIG=/design/flow/config.mk WORK_HOME=/design/flow/orfs finish
--- /design/flow/config.mk ---
export PLATFORM = sky130hd
export DESIGN_NAME = UARTModule
export DESIGN_NICKNAME = UARTModule
export VERILOG_FILES = /design/flow/design.v
export SDC_FILE = /design/flow/constraint.sdc
export NUM_CORES = 4
export LEC_CHECK = 1
export CORE_UTILIZATION = 40
--- /design/flow/constraint.sdc ---
current_design UARTModule

set clk_period 6.9
set clk_io_pct 0.2

create_clock -name clk0 -period $clk_period [get_ports {clk}]

set non_clock_inputs [all_inputs -no_clocks]
set_input_delay [expr $clk_period * $clk_io_pct] -clock clk0 $non_clock_inputs
set_output_delay [expr $clk_period * $clk_io_pct] -clock clk0 [all_outputs]
==> out/qor.log <==
INFO  sta            rsz_0062_raised_after_global_routing=false
INFO  placed_design  port_buffers=5
INFO  cells_and_area mostFrequentLayoutCell=sky130_fd_sc_hd__inv_1
INFO  floorplan      die_h=91.1µm
INFO  cells_and_area layout.cells.non_filler=491
INFO  placed_design  post_placement_worst_setup_slack=0.0866ns
INFO  synth          synth-compound-area-share=0.0705
INFO  sta            total_setup_violations_reported_at_the_end_of_the_flow=0
INFO  pwr            irDropWorstVdd=0.143mV
INFO  hold_path      hold_removal_path_class=flop to flop
INFO  cells_and_area fraction_of_layout_instances_using_a_drive_strength_above_1=0.131
INFO  detailed_routing wire_per_inst=10.6µm
INFO  synth          adder_share=0.0394
INFO  synth          synth.distinct_cells=43
INFO  detailed_routing totalWireLength=5210µm
INFO  run            maxCapViolCount=0
INFO  setup_path     critical_path.startpoint_type=flop
INFO  synth          syn_inst=296
INFO  synth          yosysSeqAreaShare=0.529
INFO  synth          synthesis.area_per_instance=10.7µm²
INFO  setup_path     setup.worst_path.class=flop to output pin
INFO  placed_design  dp_cells=400
INFO  sta            relSlewSlack=0.572
INFO  global_route   grt_pass1_wl=9510µm
INFO  sta            fin_setup_tns=0ns
INFO  sta            tightestPinTransition=0.642ns
INFO  pwr            pwr_dens=241nW/µm²
INFO  clock_tree     number_of_buffers_inserted_during_clock_tree_synthesis=9
INFO  setup_path     worst_path_maximum_fanout=2
INFO  synth          ys_seq_elements=72
INFO  global_route   initial_antenna_violation_count=0
INFO  setup_path     worst_ep_arrival_time=5.34ns
INFO  synth          mappedNetlistArea=3180µm²
INFO  clock_tree     cts.reportedPaths.clkPinSlew=0.04ns
INFO  sta            report.final.slew_viol_count=0
INFO  clock_tree     buffer_levels_on_the_longest_clock_path=2
INFO  cells_and_area layout_top_cells_excl_fill_tap=sky130_fd_sc_hd__inv_1, sky130_fd_sc_hd__dfxtp_1, sky130_fd_sc_hd__nor2_1
INFO  clock_tree     tritoncts_num_sinks=72
INFO  cells_and_area flop_area=1680µm²
INFO  detailed_routing drcViolationCount=0
INFO  clock_tree     clock_latency_reported_for_the_late_side_of_the_worst_skew_pair=0.41ns
INFO  cells_and_area comb_gate_area=1480µm²
INFO  global_route   grt_overflow_total=0
INFO  placed_design  place.gp.congestion=0.835
INFO  floorplan      die_area=8310µm²
INFO  synth          ys_warn_count=10
INFO  detailed_routing route.detailed.vias_per_inst=4.70
INFO  clock_tree     tritoncts=done
INFO  synth          synth.comb.largest_family=simple AND/OR/NAND/NOR gates
INFO  synth          synth-cells-yosys=296
INFO  synth          edf_count=24
INFO  floorplan      placement_rows=32
INFO  detailed_routing dr.pass1.iters=6
INFO  detailed_routing drt_iter0_markers=91
INFO  detailed_routing vias=2310
INFO  clock_tree     root_buffer_selected_by_cts=sky130_fd_sc_hd__clkbuf_8
INFO  synth          synth-main-ff-cell=sky130_fd_sc_hd__dfxtp_1
INFO  placed_design  dpl.hpwl=3290µm
INFO  global_route   number_of_global_route_vias_before_repair=2399
INFO  synth          synthSimpleGateAreaFrac=0.220
INFO  global_route   grt_start_max_net_pins=27
INFO  sta            setup_slack=0.183ns
INFO  sta            finalHoldViolCount=0
INFO  setup_path     worstSetupEndpointType=output pin
INFO  synth          post_synthesis_chip_area_from_yosys=3180µm²
INFO  floorplan      floorplan.io_pins=6
INFO  run            stage_log_warnings=99
INFO  synth          synth_xor_xnor_area_share=0.0689
INFO  sta            clock_skew=0.0195ns
INFO  global_route   gr-usage-all-layers=0.142
INFO  detailed_routing antenna-diode-count=0
INFO  cells_and_area n_fill_cell=698
INFO  run_status     outcome=complete, no violations
INFO  pwr            power_leakage=1.71nW
INFO  synth          async_reset_ff_frac=0
INFO  cells_and_area synthToLayoutAreaGrowth=21.8%
INFO  setup_path     crit_required=5.52ns
INFO  detailed_routing detail-route-antenna-nets=0
INFO  floorplan      die_w=91.1µm
INFO  floorplan      initial_utilization=0.413
INFO  cells_and_area largest_register_ffs=13
INFO  floorplan      coreArea=7690µm²
INFO  synth          mux_area_frac=0.0567
INFO  clock_tree     hold_buffers_post_cts=0
INFO  clock_tree     htreeDepth=3
==> per-stage QoR <==
| stage | hold WS, ns | util | area (µm²) | power, mW |
|---|---|---|---|---|
| after floorplan | 0.408 | - | 3180 | 0.523 |
| after global placement | 0.417 | 0.437 | 3360 | 0.529 |
| after detailed placement | 0.415 | 0.437 | 3360 | 0.529 |
| after CTS | 0.411 | 0.500 | 3840 | 0.956 |
| after global routing | 0.408 | 0.503 | 3870 | 1.01 |
| final | 0.409 | 0.503 | 3870 | 0.932 |
==> cell type report <==
class,count,share of cell area
sequential,72,0.435
multi-input combinational,211,0.383
timing repair buffer,12,0.0252
clock inverter,79,0.0863
inverter,6,0.00582
tap,102,0.0330
clock buffer,9,0.0320
==> final timing paths <==
kind / end / cells past startpoint / from / slack [ns]
max: OUT / 6 / RxModule1.parallel_rx_buff[0]$_DFFE_NP_ / 0.18
min: RxModule1.parallel_rx_buff[0]$_DFFE_NP_ / 0 / RxModule1.parallel_rx[0]$_SDFFE_NN0P_ / 0.41
max reg2reg: RxModule1.parallel_rx_buff[6]$_DFFE_NP_ / 6 / baud_rate_gen1.baud9600.count_reg[0]$_SDFF_NP0_ / 4.49
min reg2reg: RxModule1.parallel_rx_buff[0]$_DFFE_NP_ / 0 / RxModule1.parallel_rx[0]$_SDFFE_NN0P_ / 0.41
==> metal layers <==
| layer | routed length, µm | vias to the layer above | global-route usage | part of all wire |
|---|---|---|---|---|
| met4 | 110 | 0 | 0.0701 | 0.021 |
| met2 | 2170 | 52 | 0.187 | 0.42 |
| li1 | - | 1219 | - | - |
| met5 | 0 | - | 0 | 0 |
| met1 | 2650 | 1030 | 0.199 | 0.51 |
| met3 | 275 | 9 | 0.0689 | 0.053 |
==> critical path, cell delays in order, from the launching register on <==
cell and delay, ns:
sky130_fd_sc_hd__edfxtp_1 0.40, sky130_fd_sc_hd__inv_2 0.08, sky130_fd_sc_hd__ha_2 0.15, sky130_fd_sc_hd__or4b_4 0.49, sky130_fd_sc_hd__o31ai_4 0.19, sky130_fd_sc_hd__a21oi_2 0.07, sky130_fd_sc_hd__clkbuf_2 0.10
==> cells in the mapped netlist (all sizes together), types with 2 or more instances <==
cell	n	area, µm²
a21boi	12	90.1
a21oi	4	20.0
a22oi	3	22.5
and2	2	12.5
and3	11	71.3
clkbuf	6	22.5
dfxtp	48	961
edfxtp	24	721
ha	10	125
inv	7	26.3
mux2	8	90.1
mux2i	9	90.1
nand2	24	90.1
nand3	20	105
nand3b	2	15.0
nor2	31	116
nor2b	12	75.1
nor3	6	30.0
o21ai	7	35.0
or2	2	12.5
or3	3	18.8
or3b	3	26.3
or4	4	33.8
xnor2	13	114
xor2	12	105
==> report_power, final <==
part	switching [mW]	total [mW]	internal, mW
Sequential	0.00244	0.444	0.441
Clock	0.279	0.472	0.193
Combinational	0.00820	0.0153	0.00710
==> kinds of logic after synthesis <==
family,Yosys count
buf+inv,13
compound gates,32
mux,17
xor+xnor,25
fa+ha+maj,10
flops,72
simple gates,127
==> repair_timing <==
item                                    in CTS  in global routing
setup buffers                                3                  1
resized                                      5                  7
endpoints found under the setup margin       1                  1
pin swaps                                    2                  2
No activity file was given, so power comes from the tool's default toggle rates.
